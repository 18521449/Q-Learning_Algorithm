$ cat design/flow/run.sh
#!/bin/bash
# OpenROAD 26Q1-2900-gdf79404cd8, Yosys 0.63+post, stock flow scripts
make -C /OpenROAD-flow-scripts/flow DESIGN_CONFIG=/design/flow/config.mk WORK_HOME=/design/flow/orfs finish
$ cat design/flow/constraint.sdc
current_design max_top

set clk_period 16.9
set clk_io_pct 0.2

create_clock -name clk0 -period $clk_period [get_ports {clk}]

set non_clock_inputs [all_inputs -no_clocks]
set_input_delay [expr $clk_period * $clk_io_pct] -clock clk0 $non_clock_inputs
set_output_delay [expr $clk_period * $clk_io_pct] -clock clk0 [all_outputs]
$ cat design/flow/design.v
module addition_fp (Sum, InA, InB);
	input [31:0] InA, InB;
	output [31:0] Sum;
	reg [7:0] Exponent, Exponent_A, Exponent_B, Exponent_A_Out, Exponent_B_Out;
	reg  Sign_A, Sign_B, Sign, S, Temp;
	reg [23:0] Fraction_A,  Fraction_B, Fraction, Fraction_A_Out, Fraction_B_Out;
	reg [24:0] Result_Fraction, Fraction_Temp;
	reg [7:0] Ex_Difference;
	always @ (InA or InB) begin
		Sign_A = InA[31];
		Sign_B = InB[31];
		Exponent_A = InA[30:23];
		Exponent_B = InB[30:23];
		Fraction_A = {1'b1, InA[22:0]};
		Fraction_B = {1'b1, InB[22:0]};
		if (Exponent_A == Exponent_B)
		begin
			Exponent_A_Out = Exponent_A + 8'd1;
			Exponent_B_Out = Exponent_B + 8'd1;
			Fraction_A_Out = Fraction_A;
			Fraction_B_Out = Fraction_B;
			S = 1'b1;
		end
		else if (Exponent_A > Exponent_B)
		begin
			Ex_Difference = Exponent_A - Exponent_B; 
			Exponent_A_Out = Exponent_A + 8'd1;
			Exponent_B_Out = Exponent_A + 8'd1;
			Fraction_A_Out = Fraction_A;
			Fraction_B_Out = Fraction_B >> Ex_Difference;
			S = 1'b1;
		end
		else
		begin
			Ex_Difference = Exponent_B - Exponent_A;
			Exponent_A_Out = Exponent_B + 8'd1;
			Exponent_B_Out = Exponent_B + 8'd1;
			Fraction_A_Out = Fraction_B;
			Fraction_B_Out = Fraction_A >> Ex_Difference;
			S = 1'b0;
		end
		if (Sign_A ^ Sign_B)
			Result_Fraction = Fraction_A_Out - Fraction_B_Out;
		else
			Result_Fraction = Fraction_A_Out + Fraction_B_Out;
		Temp = Sign_A ^ Sign_B;
		Sign = S ? (Sign_A ^ (Result_Fraction[24] & Temp)) : (Sign_B ^ (Result_Fraction[24] & Temp));
		Fraction_Temp = (Result_Fraction[24] & Temp) ? (~Result_Fraction + 25'd1) : Result_Fraction;
		Fraction = Fraction_Temp[24:1];
		Exponent = Exponent_A_Out;
		repeat(24)
		begin
			if (Fraction[23] == 1'b0)
			begin
				Fraction = Fraction << 1'b1;
				Exponent = Exponent - 8'd1;
			end
		end
	end
	assign Sum = (InA == 32'd0 && InB == 32'd0 || InA == 32'h80000000 && InB == 32'd0 ||InB == 32'h80000000 && InA == 32'd80000000 ||InB == 32'h80000000 && InA == 32'd0 ) ? 32'd0 : {Sign, Exponent, Fraction[22:0]};
endmodule 
module max_2_fp (o_data, i_data_1, i_data_2);
input 	[31:0] 	i_data_1;
input 	[31:0] 	i_data_2;
output 	[31:0] 	o_data;
wire 		[31:0] 	sub;
addition_fp add (sub, i_data_1, {~i_data_2[31], i_data_2[30:0]});
assign o_data = (sub[31]) ? i_data_2 : i_data_1;
endmodule
module max_bottom
	#(	parameter CHANNELS = 4)  
	(	o_data,
		i_data
	);
parameter STATES = 25;
parameter ACTIONS = 4;
parameter STATES_WIDTH = $clog2(STATES);
parameter ACTIONS_WIDTH = $clog2(ACTIONS);
parameter ACTIONS_FILE= "action.txt";
parameter REWARD_FILE = "reward.txt";
parameter QTABLE_FILE = "qtable.txt";
parameter DATA_WIDTH = 32;
parameter [DATA_WIDTH-1:0] gamma = 32'h3f4ccccc;  
parameter [DATA_WIDTH-1:0] alpha = 32'h3f4ccccc;  
parameter NUMBER_OF_LOOP = 300;
parameter COUNTER_WIDTH = $clog2(NUMBER_OF_LOOP);
parameter NUMBER_OF_STEP = 15;
function integer clog2;
input integer value;
begin
	value = value-1;
	for (clog2=0; value>0; clog2=clog2+1)
		value = value>>1;
end
endfunction
input 	[DATA_WIDTH*CHANNELS-1:0] 				i_data;  
output 	[((CHANNELS+1)/2)*DATA_WIDTH-1:0] 	o_data;  
wire 		[((CHANNELS+1)/2)*DATA_WIDTH-1:0] 	out_temp;  
assign o_data = out_temp[((CHANNELS+1)/2)*DATA_WIDTH-1:0];
genvar i;
generate 
	if (CHANNELS%2==0) begin 
		for (i=0; i < CHANNELS; i=i+2) begin : generate_max_block_enven
			max_2_fp 
				max_block_enven
				(	.o_data(out_temp[(DATA_WIDTH*(i/2+1)-1):(DATA_WIDTH*(i/2))]), 
					.i_data_1(i_data[(DATA_WIDTH*(i+1)-1):(i*DATA_WIDTH)]), 
					.i_data_2(i_data[(DATA_WIDTH*(i+2)-1):((i+1)*DATA_WIDTH)])
				);
		end
	end
	else begin
		for (i=0; i < (CHANNELS-1); i=i+2) begin: generate_max_block_odd
			max_2_fp 
				max_block_odd 
				(	.data_out(out_temp[(DATA_WIDTH*(i/2+1)-1):(DATA_WIDTH*(i/2))]), 
					.i_data_1(i_data[(DATA_WIDTH*(i+1)-1):(i*DATA_WIDTH)]), 
					.i_data_2(i_data[(DATA_WIDTH*(i+2)-1):((i+1)*DATA_WIDTH)])
				);
		end
		assign out_temp[(((CHANNELS+1)/2)*DATA_WIDTH)-1:(CHANNELS/2)*DATA_WIDTH] = i_data[DATA_WIDTH*CHANNELS-1:DATA_WIDTH*(CHANNELS-1)];
	end
endgenerate
endmodule
module max_top 
	(	clk,
		rst_n,
		i_valid,
		i_data,
		o_data,
		o_valid
	);
parameter STATES = 25;
parameter ACTIONS = 4;
parameter STATES_WIDTH = $clog2(STATES);
parameter ACTIONS_WIDTH = $clog2(ACTIONS);
parameter ACTIONS_FILE= "action.txt";
parameter REWARD_FILE = "reward.txt";
parameter QTABLE_FILE = "qtable.txt";
parameter DATA_WIDTH = 32;
parameter [DATA_WIDTH-1:0] gamma = 32'h3f4ccccc;  
parameter [DATA_WIDTH-1:0] alpha = 32'h3f4ccccc;  
parameter NUMBER_OF_LOOP = 300;
parameter COUNTER_WIDTH = $clog2(NUMBER_OF_LOOP);
parameter NUMBER_OF_STEP = 15;
function integer clog2;
input integer value;
begin
	value = value-1;
	for (clog2=0; value>0; clog2=clog2+1)
		value = value>>1;
end
endfunction
localparam CHANNELS = ACTIONS;
input 													clk;
input 													rst_n;
input 													i_valid;  
input 		[DATA_WIDTH*CHANNELS-1:0] 			i_data;  
output 		[DATA_WIDTH-1:0]						o_data;
output  		 											o_valid;
reg 		[DATA_WIDTH*CHANNELS-1:0] 				data_ram_in 	[ACTIONS_WIDTH-1:0];
wire 		[DATA_WIDTH*((CHANNELS+1)/2)-1:0]	data_ram_out 	[ACTIONS_WIDTH-1:0]; 
reg 		[ACTIONS_WIDTH-1:0]						valid_in_max;	
integer k;
always @(posedge clk or negedge rst_n) begin
	if (!rst_n) begin
		for (k=0; k<ACTIONS_WIDTH-1; k=k+1) begin
			data_ram_in[k] <= 'd0;
		end
	end
	else begin
		for (k=0; k<ACTIONS_WIDTH-1; k=k+1) begin
			data_ram_in[k] <= data_ram_out[k+1];
			valid_in_max[k] <= valid_in_max[k+1];
		end
		if (i_valid) begin
			data_ram_in[ACTIONS_WIDTH-1] <= i_data;
			valid_in_max[ACTIONS_WIDTH-1] <= 1'b1;
		end
		else begin
			data_ram_in[ACTIONS_WIDTH-1] <= 'd0;
			valid_in_max[ACTIONS_WIDTH-1] <= 1'b0;
		end
	end
end
genvar i;
generate 
	for (i=$clog2(CHANNELS); i>0; i=i-1) begin : generate_max_bottom
		max_bottom 
			#(	.CHANNELS(2**i))
			max
			(	.o_data(data_ram_out[i-1]),
				.i_data(data_ram_in[i-1])
			);
	end
endgenerate
assign o_valid = valid_in_max[0];
assign o_data = data_ram_out[0];
endmodule
$ cat design/flow/config.mk
export PLATFORM = sky130hd
export DESIGN_NAME = max_top
export DESIGN_NICKNAME = max_top
export VERILOG_FILES = /design/flow/design.v
export SDC_FILE = /design/flow/constraint.sdc
export NUM_CORES = 4
export LEC_CHECK = 1
export CORE_UTILIZATION = 30
==> impl.org <==
#+TITLE: Physical design notes

** Clocking
- Total number of clock tree sinks :: just under 200
- CTS resizes :: 0
- CTS H-Tree Depth :: 4
- Post-CTS setup buffer count :: 0
- TritonCTS built the clock tree.
- Per the TritonCTS log, the buffer count is 17.
- The longest clock path from root to sink contains 2 buffers.
- The registers of the reported paths see a clock transition of 0.09 ns.
- Clock tree synthesis selected as its root buffer the cell sky130_fd_sc_hd__clkbuf_16.
- The later pin in the worst-skew pair is clocked with a latency of about 0.50 ns.
- Hold-fix buffer count after cts :: 0

** Global route
- Maximum number of pins on one net before global-route repair :: 66
- The number of antenna violations at the first check in global routing came to 0.
- The total overflow left after global routing is 0.
- Global routing usage summed across all routing layers :: roughly 22%
- Number of global-route vias before repair :: roughly 17000
- Global-route wire length before repair :: approximately 110 mm

** Logic synthesis
- Area reported by Yosys stat :: between 20000 and 25000 um2
- The share of synthesized area in the top cell type comes to 19.3%.
- Ys flops :: about 190
- Synth area leaders :: sky130_fd_sc_hd__edfxtp_1, sky130_fd_sc_hd__dfrtp_1, sky130_fd_sc_hd__mux4_2
- Cells after synthesis :: around 2000
- Seq/Total Area, Yosys :: 27.2%
- The synthesis report gives the async set-or-reset register share as around a third.
- Avg Synthesized Cell Area :: between 10 and 15 um2
- The synthesized netlist occupies a cell area of between 20000 and 25000 um2.
- Post-synth EDFFs :: around 130
- The synthesis report lists the Yosys warning total as 4.
- By count the netlist is led by sky130_fd_sc_hd__and2_1, sky130_fd_sc_hd__mux2i_1, sky130_fd_sc_hd__edfxtp_1, sky130_fd_sc_hd__nand2_1, sky130_fd_sc_hd__mux2_2.
- The synth_stat.txt file lists the number of cells as around 2000.
- Post-synthesis cell type with the largest combined area :: sky130_fd_sc_hd__edfxtp_1
- The synthesis report names the predominant flop master as sky130_fd_sc_hd__edfxtp_1.
- Looking at the gate-level netlist, the highest instance count belongs to sky130_fd_sc_hd__and2_1.
- The number of different library cells used by synthesis comes to roughly 110.

** STA
- Clock Skews :: about 0.015 ns
- Final critical delay including setup and external delays :: approximately 13 ns
- Slack of the critical path :: 3.69 ns
- Looking at the max-slew report, the worst-margin pin has a slew of 0.983 ns.
- Peak Freq :: 75.7 MHz
- Setup TNS after final layout :: 0 ns
- Of the available clock period, the critical path in the final layout requires just under 80%.
- Setup repair after global routing missed its margin :: no
- Pins over their slew limit in the final report were tallied at 0.
- Hold Violations, Final :: 0
- Total setup violations reported at the end of the flow :: 0
- Normalized max-slew margin :: 34.2%

** Place
- IO buf count :: ~160
- RePlAce Congestion :: just over 1
- The pre-CTS setup check shows a worst slack of 4.33 ns.
- Detailed placement ended at an HPWL of about 58 mm.

** Pwr
- Portion of total power attributed to the clock network :: under 10%
- Ratio of total power to cell area :: slightly below 200 nW/um2
- The leakage power in the latest report is a little under 9 nW.
- Net switching is 49.8% of the power.
- Worst vdd rail ir drop :: 0.0000903 V
- Total power draw :: between 4 and 5 mW
- NetSw :: roughly 2.2 mW
- Reg power frac :: roughly 17%
- Internal cell power :: 2.25 mW
- Comb pwr share :: between 70% and 80%

** Worst setup path
- CP max stage delay :: ~0.57 ns
- The worst setup path is captured at an output port.
- Worst EP arrival :: between 9 and 10 ns
- Cell type with the highest occurrence count on the critical path :: sky130_fd_sc_hd__buf_4
- Sort of element at the start of the critical path :: flop
- Maximum fanout along the worst path :: 31
- Worst Path Required :: around 14 ns
- Path type of the worst setup path :: flop to output port
- Crit-path slowest cell :: sky130_fd_sc_hd__nor4_2

** Route
- The violation tally recorded at the end of detailed-routing iteration 0 is approximately 1600.
- Residual DRC count :: 0
- DRT Pass-1 Iters :: 5
- Overall routed net length :: between 70 and 80 mm
- Routed wirelength normalized by instance count :: about 25 um
- The count of nets left with antenna violations once routing finished came out at 0.
- Vias post-DR :: about 17000
- The script logs the ratio of routed vias to standard cells as about 5.8.

** Die
- The initial utilization of the core area, before any placement, comes to a little over 30%.
- I/O Pins :: roughly 160
- Y dimension of the die :: about 260 um
- Cell Rows :: between 90 and 100
- The overall die size recorded for this design is between 60000 and 70000 um2.
- CORE AREA :: between 60000 and 70000 um2
- Die boundary width :: 262 um

** Cells and area
- Per the final layout report, the fraction of cells sized above drive strength 1 comes to 17.3%.
- The layout report lists the combined flip-flop and latch area as 5510 um2.
- In the final layout, the fill cell count is around 6500.
- The layout report lists the multi-input gate area as about 14000 um2.
- In this run the layout overhead on the synthesized area is reported as 15.1%.
- The post-route utilization of the core is recorded as 35.2%.

** Outcome
- Status :: finished, final reports clean

** Run
- Max capacitance violation total :: 0
- Number of warning messages in the logs :: around 46

** Worst hold path
- Hold crit path type :: flop to flop
logic make-up (layout without fill, tap and decap cells):
family,count (synthesis),after routing,share of synthesized area [%]
simple gates,622,622,17.3
compound gates,441,441,15.8
mux,364,364,24.2
flops,194,194,27.2
buf+inv,178,309,4.36
fa+ha+maj,120,120,7.63
xor+xnor,80,80,3.60
other cells,0,1,0
critical path, delay by kind of cell (launching register included):
kind / cells / cell delay [ns]
AOI/OAI and AO/OA: 13 / 2.79
buffers and inverters: 7 / 2.19
and+or+nand+nor: 7 / 1.62
muxes: 4 / 1.38
adders and majority gates: 2 / 0.58
DFF: 1 / 0.41
xor gates and xnor gates: 2 / 0.32
routing by layer:
metal | part of all wire, % | up-vias | GRT usage, %
li1 | - | 7957 | -
met1 | 45 | 8454 | 33.2
met2 | 43 | 863 | 32.8
met3 | 9.2 | 122 | 6.55
met4 | 2.9 | 4 | 5.43
met5 | 0.18 | - | 1.46
cell type report:
cell class	instances	share of cell area (%)
Inverter	74	1.19
Tap cell	864	4.63
Clock inverter	15	0.831
Clock buffer	17	1.82
Sequential cell	194	23.6
Multi-Input combinational cell	1627	59.7
Antenna cell	1	0.0107
Timing Repair Buffer	203	8.27
power groups by stage:
stage	logic (mW)	clock network, mW	registers [mW]
CTS	3.25	0.441	0.767
global route	3.57	0.452	0.779
finish	3.29	0.424	0.779
metrics by stage:
stage | std cells | cell area, um2 | hold WS [ns]
2_1_floorplan | 1999 | 20300 | 0.400
3_3_place_gp | 2962 | 22700 | 0.409
3_5_place_dp | 2962 | 22700 | 0.417
4_1_cts | 2994 | 23300 | 0.436
5_1_grt | 2994 | 23300 | 0.451
6_report | 2995 | 23300 | 0.431
cells in the final DEF, fill, tap and decap left out, drive strengths merged, types with 39 or more instances in the layout:
cell type and n:
mux2 154, ha 114, and2 144, dfrtp 64, nand4 39, nand2 125
o21ai 83, mux4 74, nor2 80, clkdlybuf4s50 161, edfxtp 130, buf 41
inv 83, nor3 39, nor4 55, xnor2 43, mux2i 136, a21oi 98
sequential cells by signal, summed over array words and instances (netlist names):
name	count
data_ram_in	192
valid_in_max	2
path summary, 6_finish.rpt:
check,end,cells after the start,slack [ns],start
min in group asynchronous,data_ram_in[0][35],2,3.44,rst_n
max,o_data[25],35,3.69,data_ram_in[0][23]
min reg2reg,valid_in_max[0],0,0.43,valid_in_max[1]
min,valid_in_max[0],0,0.43,valid_in_max[1]
max in group asynchronous,data_ram_in[0][0],3,12.61,rst_n
max reg2reg,data_ram_in[0][61],32,7.55,data_ram_in[1][88]
No activity file was given, so power comes from the tool's default toggle rates.
