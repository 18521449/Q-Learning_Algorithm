==> flow/design.v <==
module comparator_action 
	(	i_data_max,
		i_data,
		o_at_max
	);
parameter STATES = 25;
parameter ACTIONS = 4;
parameter STATES_WIDTH = $clog2(STATES);
parameter ACTIONS_WIDTH = $clog2(ACTIONS);
parameter ACTIONS_FILE= "action.txt";
parameter REWARD_FILE = "reward.txt";
parameter QTABLE_FILE = "qtable.txt";
parameter DATA_WIDTH = 32;
parameter [DATA_WIDTH-1:0] gamma = 32'h3f4ccccc;  
parameter [DATA_WIDTH-1:0] alpha = 32'h3f4ccccc;  
parameter NUMBER_OF_LOOP = 300;
parameter COUNTER_WIDTH = $clog2(NUMBER_OF_LOOP);
parameter NUMBER_OF_STEP = 15;
function integer clog2;
input integer value;
begin
	value = value-1;
	for (clog2=0; value>0; clog2=clog2+1)
		value = value>>1;
end
endfunction
input 		[DATA_WIDTH-1:0] 				i_data_max;
input			[DATA_WIDTH*ACTIONS-1:0]	i_data;
output reg	[ACTIONS_WIDTH-1:0]			o_at_max;
wire [DATA_WIDTH-1:0] data_0;
wire [DATA_WIDTH-1:0] data_1;
wire [DATA_WIDTH-1:0] data_2;
wire [DATA_WIDTH-1:0] data_3;
assign data_0 = i_data[DATA_WIDTH*4-1:DATA_WIDTH*3];
assign data_1 = i_data[DATA_WIDTH*3-1:DATA_WIDTH*2];
assign data_2 = i_data[DATA_WIDTH*2-1:DATA_WIDTH*1];
assign data_3 = i_data[DATA_WIDTH*1-1:DATA_WIDTH*0];
always @(*) begin
	case(i_data_max)
		data_0: o_at_max <= 'd0;
		data_1: o_at_max <= 'd1;
		data_2: o_at_max <= 'd2;
		data_3: o_at_max <= 'd3;
		default: o_at_max <= 'd0;
	endcase
end
endmodule
==> flow/run.sh <==
#!/bin/bash
# OpenROAD 26Q1-2900-gdf79404cd8, Yosys 0.63+post, stock flow scripts
make -C /OpenROAD-flow-scripts/flow DESIGN_CONFIG=/design/flow/config.mk WORK_HOME=/design/flow/orfs finish
==> flow/config.mk <==
export PLATFORM = sky130hd
export DESIGN_NAME = comparator_action
export DESIGN_NICKNAME = comparator_action
export VERILOG_FILES = /design/flow/design.v
export SDC_FILE = /design/flow/constraint.sdc
export NUM_CORES = 4
export LEC_CHECK = 1
export CORE_AREA = 10 10 115 115
export DIE_AREA = 0 0 125 125
==> flow/constraint.sdc <==
current_design comparator_action

set clk_period 2.2
set clk_io_pct 0.2

create_clock -name clk0 -period $clk_period

set non_clock_inputs [all_inputs -no_clocks]
set_input_delay [expr $clk_period * $clk_io_pct] -clock clk0 $non_clock_inputs
set_output_delay [expr $clk_period * $clk_io_pct] -clock clk0 [all_outputs]
==> flow_summary.ini <==
; generated from flow reports
[run_status]
outcome = finished with violations
violations = negative setup slack

[cells_and_area]
fillers = 1134
mi_logic_area_sq_mm = 0.00156
syn_to_final_growth_pct = 156
flops = 0
drive_above_1_share_pct = 25.1
mostFrequentLayoutCells = clkdlybuf4s50_1 (95), xor2_1 (86), buf_4 (45)
layout_top_cell = clkdlybuf4s50_1
seq_area_sq_um = 0
nClkBuffers = 0
fin_util_pct = 33.6

[global_route]
grt_pass1_vias = 2307
use_met3_pct = 3.55
grt_util_all_layers_pct = 10.5
met2_usage_pct = 18.2
grt_max_degree = 5
grt_pass1_wl_um = 13000
grt-ovfl-total = 0
grt.busiest_layer = met2
antenna_found_initial = 1
grtUsageMet1_pct = 13.0

[min_path]
min_path_type = input pin to output port

[worst_setup_path]
critPathArrivalTime_ns = 1.99
setup.worst_path.class = input pin to output port
cp.required_ns = 1.76
worst_setup_path_end_kind = output port
start_kind = input pin
path_max_fanout = 2

[yosys]
area_leaders = xor2_1 (54%), xnor2_1 (25%), nor4_1 (10%), nand4_1 (6.6%), nor4_2 (1.8%)
ys_seq_share_pct = 0
ys_chip_area_sq_mm = 0.00143
ys_cells = 176
yosysTopAreaCellShare_pct = 54.1
synth_cell_types = 10
syn_area_sq_mm = 0.00143
avgSynthCellArea_sq_um = 8.10
syn_inst = 176
yosysTopAreaCell = xor2_1
yosysWarnings = 1

[timing]
fin_crit_sh_pct = 111
tightest_slew_ns = 0.311
slew_headroom_pct = 79.1
hold_slack_ns = 1.66
layout_setup_ws_ns = -0.235
finalHoldViolations = 0
setup_viol = 2
finalMaxSlewViolations = 0
fmax_mhz = 411
fin_crit_ns = 2.43
rsz0062_at_grt = true

[routing]
wl_um = 8720
postRouteAntennaNets = 0
drc = 0
diodes = 0
first_pass_iters = 4
num_vias = 1971
drt_iter0_drc = 39
wire_per_inst_um = 16.6
drt-vias-per-instance = 3.75

[pwr]
leakagePower_nw = 1.55
irDropWorstVdd_v = 0.0000604
power.density_mw_per_mm2 = 173

[floorplanning]
num_rows = 38
ios = 162
fp.coreArea_sq_mm = 0.0108
die_area_sq_mm = 0.0156
die_w_um = 125
fp_util_pct = 13.1
die.size.y_um = 125

[job]
warnings = 34
maxCapViolCount = 0

[placed_design]
gp_congestion = 0.877
place.port_buffers = 162
dp_hpwl_um = 8130

[clock_tree]
hold_buffers = 0
==> critical path, stage by stage <==
cell     delay (ns)
buf_6          0.09
xor2_1         0.16
nor4_2         0.29
buf_4          0.16
nand4_1        0.18
nor4_4         0.38
a21oi_2        0.08
nor2_1         0.10
buf_2          0.11
==> worst paths after layout <==
path | depth (start not counted) | to | slack, ns | from
worst min-delay path | 8 | o_at_max[1] | 1.66 | i_data[45]
worst max-delay path | 9 | o_at_max[0] | -0.23 | i_data[13]
==> synthesized netlist by cell type (all sizes together) <==
master and instances:
xor2 88, xnor2 40, nor4 25, nand4 15, nor2 3, a21oi 2
nand2 2, nor3 1
==> logic make-up after synthesis <==
family | synth area share, %
xor gates and xnor gates | 78.7
and+or+nand+nor | 20.6
AOI/OAI and AO/OA | 0.702
==> per-stage QoR <==
step                area (sq um)  setup TNS, ns  std cells  total power, mW  setup slack (ns)
floorplan                   1430              0        176            0.184             0.353
global placement            3570          -2.08        525            0.641             -1.05
detailed placement          3570          -2.13        525            0.644             -1.07
CTS                         3570         -0.572        525            0.633            -0.301
global route                3640         -0.763        526            0.684            -0.382
finish                      3640         -0.463        526            0.629            -0.235
==> final cells by class <==
cell class / instances / share of cell area [%]
multi-input combinational: 176 / 42.9
tap: 140 / 4.81
timing repair buffer: 210 / 52.3
==> power breakdown <==
group          total (mW)  internal, mW  switching (mW)  leakage [nW]
combinational       0.629         0.395           0.234          1.55
sequential              0             0               0             0
clock                   0             0               0             0
total               0.629         0.395           0.234          1.55
==> routing by layer <==
layer | vias to the layer above | wire length, um
met5 | - | 7
met4 | 2 | 41
met3 | 4 | 788
met2 | 87 | 4210
met1 | 844 | 3670
li1 | 1034 | -
==> repair_timing <==
| action | 4_1_cts | 5_1_grt |
|---|---|---|
| pin swaps | 30 | 31 |
| gates resized | 121 | 40 |
| setup buffers | 0 | 1 |
| endpoints found under the setup margin | 2 | 2 |
Power and IR drop assume default switching activity.
